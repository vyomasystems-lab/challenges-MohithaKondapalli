<file path="config.mk">
export PLATFORM = sky130hd
export DESIGN_NAME = seq_detect_1011
export DESIGN_NICKNAME = seq_detect_1011
export VERILOG_FILES = /design/flow/design.v
export SDC_FILE = /design/flow/constraint.sdc
export NUM_CORES = 4
export LEC_CHECK = 1
export CORE_AREA = 10 10 70 70
export DIE_AREA = 0 0 80 80
</file>
<file path="constraint.sdc">
current_design seq_detect_1011

set clk_period 1.0
set clk_io_pct 0.2

create_clock -name clk0 -period $clk_period [get_ports {clk}]

set non_clock_inputs [all_inputs -no_clocks]
set_input_delay [expr $clk_period * $clk_io_pct] -clock clk0 $non_clock_inputs
set_output_delay [expr $clk_period * $clk_io_pct] -clock clk0 [all_outputs]
</file>
<file path="design.v">
module seq_detect_1011(seq_seen, inp_bit, reset, clk);
  output seq_seen;
  input inp_bit;
  input reset;
  input clk;
  parameter IDLE = 0,
            SEQ_1 = 1, 
            SEQ_10 = 2,
            SEQ_101 = 3,
            SEQ_1011 = 4;
  reg [2:0] current_state, next_state;
  assign seq_seen = current_state == SEQ_1011 ? 1 : 0;
  always @(posedge clk)
  begin
    if(reset)
    begin
      current_state <= IDLE;
    end
    else
    begin
      current_state <= next_state;
    end
  end
  always @(inp_bit or current_state)
  begin
    case(current_state)
      IDLE:
      begin
        if(inp_bit == 1)
          next_state = SEQ_1;
        else
          next_state = IDLE;
      end
      SEQ_1:
      begin
        if(inp_bit == 1)
          next_state = IDLE;
        else
          next_state = SEQ_10;
      end
      SEQ_10:
      begin
        if(inp_bit == 1)
          next_state = SEQ_101;
        else
          next_state = IDLE;
      end
      SEQ_101:
      begin
        if(inp_bit == 1)
          next_state = SEQ_1011;
        else
          next_state = IDLE;
      end
      SEQ_1011:
      begin
        next_state = IDLE;
      end
    endcase
  end
endmodule
</file>
<file path="run.sh">
#!/bin/bash
# OpenROAD 26Q1-2900-gdf79404cd8, Yosys 0.63+post, stock flow scripts
make -C /OpenROAD-flow-scripts/flow DESIGN_CONFIG=/design/flow/config.mk WORK_HOME=/design/flow/orfs finish
</file>
==> summary.txt <==
Flow results are below.

- The synthesized instance count is 17.
- In the final layout, the multi-input gates occupy 86.33 um^2.
- The total number of yosys warnings is 1, for reference.
- The routed wirelength normalized by instance count is 6.280 um, for reference.
- The power density over the cells is 1059 nW/um^2, for reference.
- During I/O placement, the number of pins put on the boundary was 4.
- The critical path maximum fanout is 2.
- Antenna repair during routing inserted a diode count of 0.
- The actual transition at the worst max-transition pin is 169.0 ps, for reference.
- The setup TNS after final layout is -115.9 ps, for reference.
- The final-layout fill cell count is 400, for reference.
- The chip area estimate from yosys synthesis is 180.2 um^2, for reference.
- In this run the layout overhead on the synthesized area is reported as 88.89%.
- The max-cap violation count is 0, for reference.
- The cell sequence reported for the critical path is nor3b_4 -> buf_2.
- The max-slew check reports its worst relative slack as 0.8871.
- Of the available clock period, the critical path in the final layout requires 1.116.
- The first global-routing pass estimated 752 um of wire.
- The number of rows in the core area is 21, for reference.
- Among all stages on the critical path, the largest delay is contributed by sky130_fd_sc_hd__dfxtp_2.
- The per-cell via count in the routed design is 2.187, for reference.
- The iteration-0 DRC count of the detailed router is 6, for reference.
- On the final layout, the worst hold slack is 561.4 ps.
- Nets still carrying antenna violations after routing amount to 0.
- The core region is 3416 um^2.
- The count of unclocked register or latch pins is 3, for reference.
- The layout summary lists the proportion of cells stronger than drive strength 1 as 0.4138.
- The wire-length estimate of the detail-placed layout is 342.8 um.
- The path category of the worst min-delay check is input pin to register, for reference.
- The start point of the worst min-delay path is reset, for reference.
- The iteration tally of the first detailed-router pass is 4, for reference.
- The count of endpoints without a timing constraint is 3, for reference.
- The final wirelength is 471 um, for reference.
- On the reported timing paths, the clock transition at the registers reads 40 ps.
- Setup repair after global routing could not meet its margin everywhere.
- The worst setup path is captured at a primary output.
- The maximum VDD drop is 211.3 uV, for reference.
- The vias after detailed routing is 164, for reference.
- The cell family contributing the most delay on the critical path is flip-flops, for reference.
- The number of warnings reported in the stage logs is 27.
- Routability-driven placement finished with a final weighted congestion of 0.7039.
- The minimum setup slack after placement is -358.8 ps, for reference.
- The number of clock buffers inserted by TritonCTS is 3, for reference.
- The checks that failed: setup timing.
- The count of different cell masters after synthesis is 9, for reference.
- The number of design rule violations left after detail routing is 0, for reference.
- The area of the chip is 6400 um^2, for reference.
- The die extent in y is 80 um, for reference.
- The number of setup violations in the final report is 1, for reference.
- Counting both buffers and inverters, the worst setup path holds a total of 1.
- The footprint of the flip-flops and latches is 107.6 um^2, for reference.
- The capture endpoint of the worst hold path is current_state[2]$_SDFF_PP0_, for reference.
- The clock period minus worst slack is 1116 ps, for reference.
- Total global-route track usage over all layers is 0.01530.
- The die outline width is 80 um, for reference.
- The clock passes through at most 2 buffers.
- Summing every instance area after synthesis gives 180.2 um^2.
- The number of H-tree levels is 1, for reference.
- For this run the aggregate overflow at the end of global routing stands at 0.
- The flow reports an fmax of 896.1 MHz.
- The number of cells in the yosys synthesis report is 17, for reference.
- The quantity of I/O buffers inserted on ports is 3, for reference.
- For reference, the most critical setup path is categorized as register to primary output.
- The run finished, with violations left.
- The startpoint type of the worst setup path is a register, for reference.
- The required time at the worst endpoint is listed as 800 ps.
- TritonCTS built the clock tree.
- The floorplan utilization is 0.05275, for reference.
- The final report gives the core utilization as 0.09963.
- The leakage power summed over all cells is 0.1334 nW, for reference.
- The post-synth register bit count is 6.
- The via count of the first global-routing pass is 155, for reference.
- The number of antenna violations at the first check in global routing is 0.
- Entering global routing, the biggest net connects 5 pins.
- The clock tree root buffer cell is sky130_fd_sc_hd__clkbuf_4, for reference.
- Counting instances, the worst hold path has a depth of 2.
- The slack of the critical path is -115.9 ps, for reference.
- On the critical path the data arrives at 920 ps.
- The count of endpoints failing hold in the final timing report is 0, for reference.
- The delay of the slowest cell on the worst path is 330 ps, for reference.
- In this run the mean area of a mapped cell was 10.60 um^2.
- Pins over their slew limit in the final report were tallied at 0.
[sequential cells by signal, indices dropped and copies added, names as in the netlist]
name           count
current_state      3
next_state         3
[what timing repair did]
action,4_1_cts,5_1_grt
hold buffers,0,0
pin swaps,1,0
endpoints found under the setup margin,1,1
resized,8,0
setup buffers,0,2
[logic make-up after synthesis]
kind of cell / Yosys count / synth area share
AND-OR/OR-AND: 2 / 0.06943
AND/OR/NAND/NOR: 9 / 0.3472
latches: 3 / 0.2500
flip-flops: 3 / 0.3333
[power by group]
| group | internal, mW | switching (mW) |
|---|---|---|
| registers | 0.122 | 0.00129 |
| clock network | 0.150 | 0.0694 |
| logic | 0.0113 | 0.00605 |
| total | 0.284 | 0.0767 |
[area by class of cell]
class | instances | area share
clock buffers | 4 | 0.07721
multi-input cells | 11 | 0.2537
flip-flops and latches | 6 | 0.3162
well taps | 46 | 0.1691
repair buffers | 8 | 0.1838
[per-stage QoR]
step / power [mW] / std cells / cell area [um^2]
4_1_cts: 0.3676 / 73 / 325.3
3_5_place_dp: 0.1420 / 69 / 290.3
3_3_place_gp: 0.1414 / 69 / 290.3
2_1_floorplan: 0.1290 / 17 / 180.2
5_1_grt: 0.3842 / 75 / 340.3
6_report: 0.3602 / 75 / 340.3
[placed cells by master (no fill, tap or decap)]
master                            synthesis  layout
sky130_fd_sc_hd__nor3b_4                  0       1
sky130_fd_sc_hd__clkbuf_4                 0       3
sky130_fd_sc_hd__nor2b_1                  4       4
sky130_fd_sc_hd__o21a_1                   1       1
sky130_fd_sc_hd__dfxtp_2                  0       2
sky130_fd_sc_hd__buf_4                    0       5
sky130_fd_sc_hd__a21oi_1                  1       1
sky130_fd_sc_hd__buf_2                    0       1
sky130_fd_sc_hd__nor3b_1                  2       1
sky130_fd_sc_hd__clkdlybuf4s50_1          0       2
sky130_fd_sc_hd__dlxtn_1                  3       3
sky130_fd_sc_hd__and3_1                   1       1
sky130_fd_sc_hd__nand3b_1                 1       1
sky130_fd_sc_hd__or3b_1                   1       1
sky130_fd_sc_hd__clkbuf_1                 0       1
sky130_fd_sc_hd__dfxtp_1                  3       1
[worst max-delay path by stage]
| stage | from | endpoint | slack (ps) | cells past startpoint |
|---|---|---|---|---|
| final | current_state[0]$_SDFF_PP0_ | seq_seen | -120 | 2 |
| after global routing | current_state[2]$_SDFF_PP0_ | seq_seen | -150 | 2 |
| after CTS | current_state[0]$_SDFF_PP0_ | seq_seen | -120 | 2 |
[Yosys cell counts, drive strengths merged]
master,count,area share
o21a,1,0.042
or3b,1,0.049
nand3b,1,0.042
and3,1,0.035
dfxtp,3,0.33
nor3b,2,0.083
a21oi,1,0.028
nor2b,4,0.14
dlxtn,3,0.25
[per-layer routing]
layer  track usage  routed length (um)
met1       0.01799                 214
met2       0.01525                 136
met3       0.02159                 121
met4      0.001761                   0
met5             0                   0
Power is estimated from default activity; no workload was simulated.
